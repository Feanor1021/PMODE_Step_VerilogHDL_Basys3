--- flow/config.mk ---
export PLATFORM = sky130hd
export DESIGN_NAME = pmod_step_interface
export DESIGN_NICKNAME = pmod_step_interface
export VERILOG_FILES = /design/flow/design.v
export SDC_FILE = /design/flow/constraint.sdc
export NUM_CORES = 4
export LEC_CHECK = 1
export CORE_AREA = 10 10 106 106
export DIE_AREA = 0 0 116 116
--- flow/constraint.sdc ---
current_design pmod_step_interface

set clk_period 5.3
set clk_io_pct 0.2

create_clock -name clk0 -period $clk_period [get_ports {clk}]

set non_clock_inputs [all_inputs -no_clocks]
set_input_delay [expr $clk_period * $clk_io_pct] -clock clk0 $non_clock_inputs
set_output_delay [expr $clk_period * $clk_io_pct] -clock clk0 [all_outputs]
--- flow/design.v ---
`timescale 1ns / 1ps
module clock_div(
    input clk,
    input rst,
    output reg new_clk
    );
    localparam define_speed = 26'd5000000;
    reg [25:0] count;
    always @ (posedge(clk),posedge(rst))
    begin
        if (rst == 1'b1)
        begin 
            count = 26'b0;   
            new_clk = 1'b0;            
        end
        else if (count == define_speed)
        begin
            count = 26'b0;
            new_clk = ~new_clk;
        end
        else
        begin
            count = count + 1'b1;
            new_clk = new_clk;
        end
    end
endmodule
`timescale 1ns / 1ps
module pmod_step_driver(
    input rst,
    input dir,
    input clk,
    input en,
    output reg [3:0] signal
    );
    localparam sig4 = 3'b001;
    localparam sig3 = 3'b011;
    localparam sig2 = 3'b010;
    localparam sig1 = 3'b110;
    localparam sig0 = 3'b000;
    reg [2:0] present_state, next_state;
    always @ (present_state, dir, en)
    begin
        case(present_state)
        sig4:
        begin
            if (dir == 1'b0 && en == 1'b1)
                next_state = sig3;
            else if (dir == 1'b1 && en == 1'b1)
                next_state = sig1;
            else 
                next_state = sig0;
        end  
        sig3:
        begin
            if (dir == 1'b0&& en == 1'b1)
                next_state = sig2;
            else if (dir == 1'b1 && en == 1'b1)
                next_state = sig4;
            else 
                next_state = sig0;
        end 
        sig2:
        begin
            if (dir == 1'b0&& en == 1'b1)
                next_state = sig1;
            else if (dir == 1'b1 && en == 1'b1)
                next_state = sig3;
            else 
                next_state = sig0;
        end 
        sig1:
        begin
            if (dir == 1'b0&& en == 1'b1)
                next_state = sig4;
            else if (dir == 1'b1 && en == 1'b1)
                next_state = sig2;
            else 
                next_state = sig0;
        end
        sig0:
        begin
            if (en == 1'b1)
                next_state = sig1;
            else 
                next_state = sig0;
        end
        default:
            next_state = sig0; 
        endcase
    end 
    always @ (posedge clk, posedge rst)
    begin
        if (rst == 1'b1)
            present_state = sig0;
        else 
            present_state = next_state;
    end
    always @ (posedge clk)
    begin
        if (present_state == sig4)
            signal = 4'b1000;
        else if (present_state == sig3)
            signal = 4'b0100;
        else if (present_state == sig2)
            signal = 4'b0010;
        else if (present_state == sig1)
            signal = 4'b0001;
        else
            signal = 4'b0000;
    end
endmodule
`timescale 1ns / 1ps
module pmod_step_interface(
    input clk,
    input rst,
    input direction,
    input en,
    output [3:0] signal_out
    );
    wire new_clk_net;
    clock_div clock_Div(
        .clk(clk),
        .rst(rst),
        .new_clk(new_clk_net)
        );
    pmod_step_driver control(
        .rst(rst),
        .dir(direction),
        .clk(new_clk_net),
        .en(en),
        .signal(signal_out)
        );    
endmodule
--- flow/run.sh ---
#!/bin/bash
# OpenROAD 26Q1-2900-gdf79404cd8, Yosys 0.63+post, stock flow scripts
make -C /OpenROAD-flow-scripts/flow DESIGN_CONFIG=/design/flow/config.mk WORK_HOME=/design/flow/orfs finish
==> impl_metrics.ini <==
; physical design summary
[min_path]
hold_path_end = clock_Div.count[25]$_DFF_PP0_
hold_depth = 1
min_path_type = reg2reg
hold_start = clock_Div.count[25]$_DFF_PP0_

[synthesis]
yosysChipArea_sq_um = 1660
syn_area_sq_um = 1660
synthDominantCellAreaShare_pct = 46.7
edf_count = 0
synth_top_cell_by_count = dfrtp_1
synth_stat.cells = 144
ys_types = 36
synth_async_sr_flop_share_pct = 88.9
top_area_cell = dfrtp_1
yosys-top-cells-area = dfrtp_1 (47%), xnor2_1 (9.0%), dfxtp_1 (4.8%), nor2_1 (3.2%), mux2i_1 (3.0%)
ys_seq_share_pct = 53.1
syn-instance-count = 144
synthFlopType = dfrtp_1
ys.flops = 36
yosys_warnings = 2
postSynthAreaPerCell_sq_um = 11.5
common_cells = dfrtp_1 (31), xnor2_1 (17), nor2_1 (14)

[routing]
via_count = 1072
wire_per_inst_um = 10.6
drcViolationCount = 0
via_per_inst = 4.06
dr.pass1.iters = 4
diodes = 0
m1WireLength_um = 1370
postRouteWirelength_um = 2810
wl_met3_um = 228
top_layer = met4
wl_met2_um = 1170
drt_first_iter_violations = 51
antenna_left = 0

[sta]
worstMarginPinSlew_ns = 0.459
finalHoldViolations = 0
slew_violations = 0
min_period_ns = 1.76
fmax_mhz = 567
setup_violations = 0
whs_ns = 0.489
finalSetupTns_ns = 0
untimed_endpoints = 13
finalCritPeriodShare_pct = 33.3
worst_clock_skew_ns = 0.00449
rsz0062_at_grt = no
unclocked_regs = 9
slew_headroom_pct = 69.3

[global_route]
grt_pass1_wl_um = 4760
grt_use_total_pct = 4.25
antenna_found_initial = 0
grt_overflow = 0
grt_pass1_vias = 1008
grt_max_degree = 33

[floorplanning]
die_y_um = 116
fp.dieW_um = 116
initial_core_util_pct = 18.8
io_pins = 8
rows = 34
coreArea_sq_um = 8850
dieArea_sq_um = 13500

[cts]
clkTransAtPathRegs_ns = 0.08
root_buffer = clkbuf_8
hold_buffers = 0
cts-htree-levels = 1
cts_tree = built
clock.latency.late_pin_ns = 0.27
cts_resized = 0
post_cts_buffers = 0
cts_made_buffers = 3
clockBufferDepth = 2

[pwr]
p_per_area_nw_per_um2 = 172
p_leak_uw = 0.000823
p_total_uw = 330
peakVddDrop_mv = 0.0546

[setup_path]
path_max_fanout = 5
rrSetupSlack_ns = 3.54
setup.worst_path.start = clock_Div.count[0]$_DFF_PP0_
cp-end-kind = flop
worstPathRequired_ns = 5.50
rr_endpoint = clock_Div.count[22]$_DFF_PP0_
r2r-start = clock_Div.count[0]$_DFF_PP0_
crit_path_top_delay_cell = dfrtp_1
reg2regPathDepth = 5
cp_slowest_stage_delay_ns = 0.41
critPathArrivalTime_ns = 1.96
cp-start-kind = flop
crit_path_cell_trace = ha_1, nand4_2, or2_1, nor4b_2, mux2i_1
criticalPathCategory = reg2reg

[place]
gp_congestion = 0.796
dp_hpwl_um = 2010
dp.cells = 260
io_buffers = 7

[cells_and_area]
layout-drive-gt1-share_pct = 8.33
nFillCells = 942
area_delta_synth_final_pct = 15.5
fin_cells = 264

[run]
warning_count = 26
maxCapViolCount = 0

[run_status]
status = completed
layout make-up:
class | instances | area [sq um] | area share (%)
Inverter | 5 | 18.8 | 0.978
Tap cell | 108 | 135 | 7.04
Multi-Input combinational cell | 103 | 761 | 39.6
Sequential cell | 36 | 882 | 46.0
Timing Repair Buffer | 8 | 77.6 | 4.04
Clock buffer | 4 | 45.0 | 2.35
routing by layer:
| metal | GRT usage [%] | vias up |
|---|---|---|
| met5 | 0 | - |
| met4 | 0.584 | 0 |
| met3 | 1.41 | 5 |
| met2 | 6.45 | 27 |
| met1 | 5.96 | 509 |
| li1 | - | 531 |
how the worst max path moves through the flow:
stage | endpoint | slack [ns]
after CTS | clock_Div.count[22]$_DFF_PP0_ | 3.54
after global routing | clock_Div.count[18]$_DFF_PP0_ | 3.39
final | clock_Div.count[22]$_DFF_PP0_ | 3.54
placed cells by master, fill, tap and decap left out, types with 3 or more instances in the layout:
master           synthesis  layout
and3_1                   3       3
mux2i_1                  5       5
clkbuf_8                 0       3
nor4b_1                  4       4
dfxtp_1                  4       4
xor2_1                   5       5
nor4_1                   3       3
dfrtp_1                 31      31
nand4_1                  5       5
xnor2_1                 17      17
nand3_1                 10      10
nor2_1                  14      14
nor2b_1                  5       5
inv_1                    5       5
clkdlybuf4s50_1          0       7
nand2_1                  6       6
critical path, delay by kind of cell (launching register included):
| family | cells | cell delay, ns |
|---|---|---|
| adder cells (fa/ha/maj) | 1 | 0.24 |
| flip-flops | 1 | 0.41 |
| multiplexers | 1 | 0.22 |
| AND/OR/NAND/NOR | 3 | 0.83 |
per-stage QoR:
| step | setup WS [ns] | cell area [sq um] | util, % |
|---|---|---|---|
| finish | 3.54 | 1920 | 21.7 |
| global route | 3.39 | 1920 | 21.7 |
| CTS | 3.54 | 1920 | 21.7 |
| detailed placement | 3.53 | 1870 | 21.2 |
| global placement | 3.52 | 1870 | 21.2 |
| floorplan | 3.55 | 1660 | - |
cell families (layout without fill, tap and decap cells):
group	after synthesis	after routing	share of synthesized area [%]
xor+xnor	22	22	11.6
fa+ha+maj	2	2	1.51
flops	36	36	53.1
compound gates	6	6	2.26
simple gates	67	67	26.7
buf+inv	5	17	1.13
mux	6	6	3.69
power by group:
| group | internal, uW | leakage (uW) | total, uW | switching, uW |
|---|---|---|---|---|
| clock network | 53.8 | 0.0000228 | 115 | 60.8 |
| registers | 206 | 0.000466 | 206 | 0 |
| logic | 3.42 | 0.000335 | 9.20 | 5.78 |
| total | 263 | 0.000823 | 330 | 66.6 |
flip-flops by register name, indices dropped and copies added, names as in the netlist:
register and flops:
clock_Div.new_clk 1, control.present_state 5, clock_Div.count 26, control.signal 4
Power and IR drop assume default switching activity.
